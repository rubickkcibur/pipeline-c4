`flow/config.mk`:
```
export PLATFORM = sky130hd
export DESIGN_NAME = WB
export DESIGN_NICKNAME = WB
export VERILOG_FILES = /design/flow/design.v
export SDC_FILE = /design/flow/constraint.sdc
export NUM_CORES = 4
export LEC_CHECK = 1
export CORE_AREA = 10 10 258 258
export DIE_AREA = 0 0 268 268
```
`flow/constraint.sdc`:
```
current_design WB

set clk_period 7.5
set clk_io_pct 0.2

create_clock -name clk0 -period $clk_period [get_ports {Clk}]

set non_clock_inputs [all_inputs -no_clocks]
set_input_delay [expr $clk_period * $clk_io_pct] -clock clk0 $non_clock_inputs
set_output_delay [expr $clk_period * $clk_io_pct] -clock clk0 [all_outputs]
```
`flow/design.v`:
```
`timescale 1ns / 1ps
module Load_ext(
    input [31:0] address,
    input [31:0] Rdata,
    input [2:0] loadsel,
    output reg [31:0] out
    );
	wire [1:0]lo=address[1:0];
	wire [15:0]half;
	wire [7:0]byt;
	assign half=(lo==0)?Rdata[15:0]:
					(lo==2)?Rdata[31:16]:0;
	assign byt=(lo==0)?Rdata[7:0]:
					(lo==1)?Rdata[15:8]:
					(lo==2)?Rdata[23:16]:Rdata[31:24];
	always @(*)begin
		case(loadsel)
			3'b000: out<=Rdata;
			3'b001: out<={{16{half[15]}},half};
			3'b010: out<={16'h0000,half};
			3'b011: out<={{24{byt[7]}},byt};
			3'b100: out<={24'h000000,byt};
			default: out<=0;
		endcase
	end
endmodule
`timescale 1ns / 1ps
module MEM_WB_REG(
    input [31:0] RD_MEM,
    input [31:0] AO_MEM,
    input [31:0] Instr_MEM,
    input [31:0] Pc_MEM,
	 input [31:0] HI_MEM,
	 input [31:0] LO_MEM,
	 input [31:0]cp0,
    input Clk,
    input Reset,
    output reg[31:0] RD_WB,
    output reg[31:0] AO_WB,
    output reg[31:0] Instr_WB,
    output reg[31:0] Pc_WB,
	 output reg[31:0] HI_WB,
	 output reg[31:0] LO_WB,
	 output reg[31:0]	cp0_WB
    );
	 initial begin
		RD_WB<=0;
		AO_WB<=0;
		Instr_WB<=0;
		Pc_WB<=32'h00003000;
		HI_WB<=0;
		LO_WB<=0;
		cp0_WB<=0;
		end
	always @(posedge Clk)begin
		if (Reset)begin
			RD_WB<=0;
			AO_WB<=0;
			Instr_WB<=0;
			Pc_WB<=Pc_MEM;
			HI_WB<=0;
			LO_WB<=0;
			cp0_WB<=0;
		end
		else begin
			RD_WB<=RD_MEM;
			AO_WB<=AO_MEM;
			Instr_WB<=Instr_MEM;
			Pc_WB<=Pc_MEM;
			HI_WB<=HI_MEM;
			LO_WB<=LO_MEM;
			cp0_WB<=cp0;
		end
	end
endmodule
`timescale 1ns / 1ps
module MUX_WA(
    input [31:0] Instr_WB,
    input [1:0] MUX_WAsel,
    output reg [4:0] MUX_WAout
    );
	wire [4:0]rd;
	wire [4:0]rt;
	assign rd=Instr_WB[15:11];
	assign rt=Instr_WB[20:16];
	always @(*)begin
		case (MUX_WAsel)
			2'b00: MUX_WAout<=rd;
			2'b01: MUX_WAout<=rt;
			2'b10: MUX_WAout<=5'b11111;
		endcase
	end
endmodule
`timescale 1ns / 1ps
module MUX_WD(
    input [31:0] AO_WB,
    input [31:0] RD_WB,
    input [31:0] Instr_WB,
    input [31:0] Pc_WB,
	 input [31:0] hi,
	 input [31:0] lo,
	 input [31:0] cp0,
    input [2:0] MUX_WDsel,
    output reg [31:0] MUX_WDout
    );
	wire [15:0]imi;
	assign imi=Instr_WB[15:0];
	always @(*)begin
		case(MUX_WDsel)
			3'b000: MUX_WDout<=AO_WB;
			3'b001: MUX_WDout<=Pc_WB+8;
			3'b010: MUX_WDout<=RD_WB;
			3'b011: MUX_WDout<=hi;
			3'b100: MUX_WDout<=lo;
			3'b101: MUX_WDout<=cp0;
		endcase
	end
endmodule
`timescale 1ns / 1ps
module WB(
    input [31:0] RD_MEM,
    input [31:0] AO_MEM,
    input [31:0] Instr_MEM,
    input [31:0] Pc_MEM,
	 input [31:0] HI_MEM,
	 input [31:0] LO_MEM,
    input Clk,
    input Reset,
	 input [1:0]MUX_WAsel,
	 input [2:0]MUX_WDsel,
	 input [2:0]loadsel,
	 input [31:0]cp0,
    output [4:0] WA,
    output [31:0] MUX_WD,
	 output [31:0]Instr_WB,
	 output [31:0]Pc_WB,
	 output [31:0]PC_WB_8,
	 output [31:0]HI_WB,
	 output [31:0]LO_WB
		);
	 wire [31:0]RD_WB;
	 wire [31:0]AO_WB;
	 wire [31:0]loadout;
	 wire [31:0]cp0_WB;
	MEM_WB_REG MEM_WB_REG1(
		.RD_MEM(RD_MEM),
		.AO_MEM(AO_MEM),
		.Instr_MEM(Instr_MEM),
		.Pc_MEM(Pc_MEM),
		.HI_MEM(HI_MEM),
		.LO_MEM(LO_MEM),
		.cp0(cp0),
		.Clk(Clk),
		.Reset(Reset),
		.RD_WB(RD_WB),
		.AO_WB(AO_WB),
		.Instr_WB(Instr_WB),
		.Pc_WB(Pc_WB),
		.HI_WB(HI_WB),
		.LO_WB(LO_WB),
		.cp0_WB(cp0_WB)
		);
	MUX_WA MUX_WA1(
		.Instr_WB(Instr_WB),
		.MUX_WAsel(MUX_WAsel),
		.MUX_WAout(WA)
		);
	Load_ext Load_ext1(
		.address(AO_WB),
		.Rdata(RD_WB),
		.loadsel(loadsel),
		.out(loadout)
		);
	MUX_WD MUX_WD1(
		.AO_WB(AO_WB),
		.RD_WB(loadout),
		.Instr_WB(Instr_WB),
		.Pc_WB(Pc_WB),
		.hi(HI_WB),
		.lo(LO_WB),
		.cp0(cp0_WB),
		.MUX_WDsel(MUX_WDsel),
		.MUX_WDout(MUX_WD)
		);
	assign PC_WB_8=Pc_WB+8;
endmodule
```
`flow/run.sh`:
```
#!/bin/bash
# OpenROAD 26Q1-2900-gdf79404cd8, Yosys 0.63+post, stock flow scripts
make -C /OpenROAD-flow-scripts/flow DESIGN_CONFIG=/design/flow/config.mk WORK_HOME=/design/flow/orfs finish
```
==> impl_table.tex <==
% Auto-generated results table
\begin{tabular}{lr}
\hline
Metric & Value \\
\hline
\multicolumn{2}{l}{\textbf{Floorplanning}} \\
Number of rows in the core area & 90 \\
Die extent in y & 268 um \\
FP Core Util & 0.158 \\
Io pins & 431 \\
Full die area & 71,800 um2 \\
Die width & 268 um \\
Core area & 60,600 um2 \\
\multicolumn{2}{l}{\textbf{Clocking}} \\
Deepest clock path buffer count & 3 \\
Post-CTS Hold Buffers & 0 \\
Total CTS buffers & 28 \\
Gates resized, CTS repair & 0 \\
Number of post-CTS setup repair buffers & 0 \\
TritonCTS clock tree & done \\
Master cell of the clock root buffer & clkbuf\_16 \\
Number of levels in the clock H-tree & 1 \\
Clock input transition at the sequential cells of the worst setup and hold paths & 60 ps \\
\multicolumn{2}{l}{\textbf{Status}} \\
Result of the run & complete, no violations \\
\multicolumn{2}{l}{\textbf{Synthesis}} \\
Chip area line of the yosys report & 9540 um2 \\
Area fraction in and, or, nand and nor cells after synthesis & 0.235 \\
Mapped Area & 9540 um2 \\
Cell type with the largest total area & dfxtp\_1 \\
Top cells by instance count after synthesis & dfxtp\_1 (224), nor2b\_1 (202), a21oi\_1 (69) \\
Number of instances in the synthesized netlist & 986 \\
Main logic family & simple AND/OR/NAND/NOR gates \\
Top-area cell share & 0.470 \\
Adder and majority cell fraction of the synthesized area & 0.00524 \\
Total of warnings raised by yosys & 4 \\
Post-synthesis mux area share & 0.0425 \\
EDFF count, synth & 0 \\
Mean post-synth cell area & 9.68 um2 \\
Leading cell types by total area after synthesis & dfxtp\_1 (47\%), nor2b\_1 (13\%), dlxtn\_1 (5.8\%) \\
Library cell with the highest instance count after synthesis & dfxtp\_1 \\
Area fraction in xor and xnor cells & 0.0184 \\
Ys async rst share & 0 \\
Distinct cell type count of the synthesized netlist & 60 \\
Flip-flop and latch count after synthesis & 261 \\
And-or/or-and share of the synthesized area & 0.135 \\
Most instantiated flip-flop cell in the synthesis netlist & dfxtp\_1 \\
Total cells reported by yosys after synthesis & 986 \\
\multicolumn{2}{l}{\textbf{Critical path}} \\
Delay of the slowest critical-path stage & 540 ps \\
Sort of element at the end of the critical path & output pin \\
Crit Path Max Fanout & 10 \\
Crit Path Category & reg -> out \\
CP cell instances & ha\_1 > nand4\_4 > nand3b\_1 > xnor2\_1 > clkdlybuf4s50\_1 \\
Critical Path Start Type & flop \\
Master of the slowest instance on the critical path & clkdlybuf4s50\_1 \\
Data arrival time of the critical path & 2950 ps \\
Required arrival time at the worst endpoint & 6000 ps \\
\multicolumn{2}{l}{\textbf{Global route}} \\
Remaining Overflow, GRT & 0 \\
Vias in the first global route & 9,164 \\
Wire length of the first global-routing pass & 69.0 mm \\
Global Route Usage Sum & 0.138 \\
Pin count of the biggest net entering global routing & 77 \\
Antenna violations before repair & 14 \\
\multicolumn{2}{l}{\textbf{Routing}} \\
Detail Route Antenna Nets & 0 \\
Uppermost layer routed & met5 \\
Remaining DRCs & 0 \\
Number of design-rule violations left by the first detailed-router iteration & 567 \\
Avg WL per Cell & 23.0 um \\
First-pass DRT Iterations & 5 \\
Final wirelength & 50.7 mm \\
Met3 wire len & 5.88 mm \\
Mean number of vias per cell & 4.08 \\
WL met1 & 20.8 mm \\
Via total after detailed routing & 8,983 \\
Routed length on met2 & 22.9 mm \\
\multicolumn{2}{l}{\textbf{Final timing}} \\
Final period demand of the worst path & 4450 ps \\
Slew HR & 0.413 \\
Achievable frequency & 0.225 GHz \\
Number of unconstrained endpoints & 74 \\
Unrepaired setup endpoints after global routing & false \\
Setup TNS Final & 0 ps \\
Worst hold slack across all endpoints & 1360 ps \\
Transition time at the pin with the least slew margin & 879 ps \\
Share of the clock period used by the worst path after layout & 0.593 \\
Number of endpoints with negative hold slack in the final report & 0 \\
Count of unclocked register or latch pins & 37 \\
Final setup violation count & 0 \\
Pins Over Slew Limit & 0 \\
\multicolumn{2}{l}{\textbf{Power}} \\
Power per cell area & 203 nW/um2 \\
Largest vdd supply drop & 0.160 mV \\
Leakage power total & 0.00586 uW \\
\multicolumn{2}{l}{\textbf{Layout}} \\
Synthesis-to-layout area growth & 63.2\% \\
Fillcell total & 6,379 \\
Final Instance Area & 15,600 um2 \\
Total area of sequential cells & 5040 um2 \\
Logic cell area & 4180 um2 \\
Fraction of final layout cells with drive strength greater than 1 & 0.0726 \\
\multicolumn{2}{l}{\textbf{Min path}} \\
WHS Path Cells & 2 \\
Hold Crit Class & in -> reg \\
\multicolumn{2}{l}{\textbf{Job}} \\
Number of OpenROAD warnings & 27 \\
\# Max-Cap Violations & 0 \\
\multicolumn{2}{l}{\textbf{Placement}} \\
Port-buffer cells & 430 \\
DPL Wire Length & 41.0 mm \\
Final RePlAce weighted congestion & 0.910 \\
Area after DPL & 14,600 um2 \\
\hline
\end{tabular}
==> layout make-up <==
class                           count  area share
Antenna cell                        1    0.000161
Clock buffer                       36      0.0508
Clock inverter                     16     0.00859
Inverter                           14     0.00337
Multi-Input combinational cell    647       0.268
Sequential cell                   261       0.324
Tap cell                          782      0.0628
Timing Repair Buffer              444       0.283
==> stage by stage <==
| step | total power [uW] | worst slack, ps | util | instances |
|---|---|---|---|---|
| 2_1_floorplan | 1490 | 4460 | - | 986 |
| 3_3_place_gp | 1840 | 3620 | 0.242 | 2148 |
| 3_5_place_dp | 1840 | 3620 | 0.242 | 2148 |
| 4_1_cts | 3230 | 2980 | 0.257 | 2200 |
| 5_1_grt | 3310 | 2860 | 0.257 | 2200 |
| 6_report | 3170 | 3050 | 0.257 | 2201 |
==> cell families (layout without fill, tap and decap cells) <==
logic type,count (synthesis),in the layout
and+or+nand+nor,387,387
DFF,224,224
AOI/OAI and AO/OA,199,199
buffers and inverters,78,510
muxes,37,37
latches,37,37
xor gates and xnor gates,20,20
adders and majority gates,4,4
other,0,1
==> routing by layer <==
| layer | up-vias | global-route usage |
|---|---|---|
| li1 | 4228 | - |
| met4 | 14 | 0.0249 |
| met5 | - | 0 |
| met2 | 454 | 0.217 |
| met1 | 4224 | 0.176 |
| met3 | 63 | 0.0586 |
==> sequential cells by signal (all words and copies together) (netlist names) <==
register              flops
MEM_WB_REG1.RD_WB        32
MEM_WB_REG1.LO_WB        32
MEM_WB_REG1.Instr_WB     32
MEM_WB_REG1.Pc_WB        32
MEM_WB_REG1.cp0_WB       32
MEM_WB_REG1.AO_WB        32
MUX_WA1.MUX_WAout         5
MEM_WB_REG1.HI_WB        32
MUX_WD1.MUX_WDout        32
==> cell usage in the layout, fill, tap and decap left out, types with 7 or more instances in the layout <==
cell / count
clkdlybuf4s50_1: 427
dfxtp_1: 224
nor2b_1: 202
a21oi_1: 69
nor2_1: 48
nand2_1: 46
dlxtn_1: 37
o21ai_0: 33
clkbuf_16: 29
mux2i_1: 27
nand3_1: 22
a31oi_1: 18
o22ai_1: 16
buf_4: 15
inv_1: 13
xnor2_1: 12
nand4_1: 10
and2_1: 9
mux2_2: 8
xor2_1: 8
or2_2: 8
a222oi_1: 7
clkinv_2: 7
==> critical path: cells and delay by family (launching register included) <==
family / cells / cell delay [ps]
xor+xnor: 1 / 240
fa+ha+maj: 1 / 460
simple gates: 2 / 660
flops: 1 / 450
buf+inv: 1 / 540
==> report_power, final <==
part	switching (uW)	internal, uW
clock	575	785
sequential	55.1	1270
combinational	198	280
==> worst paths after layout <==
check | end | startpoint
max | PC_WB_8[31] | MEM_WB_REG1.Pc_WB[3]
min | MEM_WB_REG1.Instr_WB[3] | Reset
Power is estimated from default activity; no workload was simulated.
